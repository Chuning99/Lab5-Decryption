[/design/flow/run.sh]
#!/bin/bash
# OpenROAD 26Q1-2900-gdf79404cd8, Yosys 0.63+post, stock flow scripts
make -C /OpenROAD-flow-scripts/flow DESIGN_CONFIG=/design/flow/config.mk WORK_HOME=/design/flow/orfs finish
[/design/flow/config.mk]
export PLATFORM = sky130hd
export DESIGN_NAME = top_level_5b
export DESIGN_NICKNAME = top_level_5b
export VERILOG_FILES = /design/flow/design.v
export SDC_FILE = /design/flow/constraint.sdc
export NUM_CORES = 4
export LEC_CHECK = 1
export CORE_AREA = 10 10 89 89
export DIE_AREA = 0 0 99 99
[/design/flow/constraint.sdc]
current_design top_level_5b

set clk_period 2.4
set clk_io_pct 0.2

create_clock -name clk0 -period $clk_period [get_ports {clk}]

set non_clock_inputs [all_inputs -no_clocks]
set_input_delay [expr $clk_period * $clk_io_pct] -clock clk0 $non_clock_inputs
set_output_delay [expr $clk_period * $clk_io_pct] -clock clk0 [all_outputs]
[/design/flow/design.v]
module dat_mem #(parameter W=8, byte_count=256)(
  input                           clk,
                                  write_en,   
  input  [$clog2(byte_count)-1:0] raddr,      
                                  waddr,      
  input  [ W-1:0]                 data_in,
  output [ W-1:0]                 data_out
    );
logic [W-1:0] core[byte_count];	 
   assign      data_out = core[raddr] ;
always_ff @ (posedge clk)
  if (write_en)
    core[waddr] <= data_in;
	 endmodule
module lfsr5 #(parameter W=5)(
  input              clk,
                     en,       
                     init,       
  input       [W-1:0]  taps,       
                     start,      
  output logic[W-1:0]  state);     
  logic[W-1:0] taptrn;         
  always @(posedge clk)
  if(init) begin
    state  <= start;         
    taptrn <= taps;        
  end
  else if(en)            
	state  <= {state[W-2:0],^(state&taptrn)};
endmodule
module top_level_5b(
	input			clk,
					init, 
	output logic   	done
				   );
	logic          	write_en;
	logic   [7:0] 	raddr, 
					waddr,
					data_in;
	logic	[7:0] 	data_out; 
	logic	[15:0] 	cycle_ct = 0;
	logic 	load_LFSR,
			LFSR_en;
	logic	[4:0] 	LFSR_ptrn[6];            
	assign 	LFSR_ptrn[0] = 5'h1E;
	assign 	LFSR_ptrn[1] = 5'h1D;
	assign 	LFSR_ptrn[2] = 5'h1B;
	assign 	LFSR_ptrn[3] = 5'h17;
	assign 	LFSR_ptrn[4] = 5'h14;
	assign 	LFSR_ptrn[5] = 5'h12;
	logic [4:0]    temp_data;
	logic	[4:0] 	start;                   
	logic	[4:0] 	compare_bit;             
	logic	[4:0] 	LFSR_state[6];           
	logic	[2:0] 	foundit;                 
	logic	[5:0] 	match;					 
	int i;
	dat_mem dm1(
					.clk	 ,
					.write_en,
					.raddr	 ,
					.waddr	 ,
					.data_in ,
					.data_out
				);                    
	lfsr5 l0(
				.clk	   (clk) , 
				.en   	(LFSR_en)  ,      
				.init 	(load_LFSR),	       
				.taps 	(5'h1E),   
				.start	(start) ,	   
				.state	(LFSR_state[0])	 
			 );
	lfsr5 l1(
				.clk	   (clk) , 
				.en   	(LFSR_en)  ,      
				.init 	(load_LFSR),	       
				.taps 	(5'h1D),   
				.start	(start) ,	   
				.state	(LFSR_state[1])	 
			 );
	lfsr5 l2(
				.clk	   (clk) , 
				.en   	(LFSR_en)  ,      
				.init 	(load_LFSR),	       
				.taps 	(5'h1B),   
				.start	(start) ,	   
				.state	(LFSR_state[2])	 
			 );
	lfsr5 l3(
				.clk	   (clk) , 
				.en   	(LFSR_en)  ,      
				.init 	(load_LFSR),	       
				.taps 	(5'h17),   
				.start	(start) ,	   
				.state	(LFSR_state[3])	 
			 );
	lfsr5 l4(
				.clk	   (clk) , 
				.en   	(LFSR_en)  ,      
				.init 	(load_LFSR),	       
				.taps 	(5'h14),   
				.start	(start) ,	   
				.state	(LFSR_state[4])	 
			 );
	lfsr5 l5(
				.clk	   (clk) , 
				.en   	(LFSR_en)  ,      
				.init 	(load_LFSR),	       
				.taps 	(5'h12),   
				.start	(start) ,	   
				.state	(LFSR_state[5])	 
			 );
	always @(posedge clk) begin  :clock_loop										 
		if(init) begin
			cycle_ct <= 'b0;
			match    <= 6'h3F;
		end
		else begin
			cycle_ct <= cycle_ct + 1;
			if(cycle_ct>='d2 && cycle_ct<= 'd6) begin			 
			  temp_data = data_out[4:0];  
				for(i=0; i<6; i++) begin
				   if(({5'b0,LFSR_state[i]} ^ temp_data)!= 5'h7E) begin
					   match[i] <= 0;			 
               end						
				end
			end
		end
	end  
	always_comb begin
		case(match)
			6'b10_0000: foundit = 'd5;	     
			6'b01_0000: foundit = 'd4;	     
			6'b00_1000: foundit = 'd3;	     
			6'b00_0100: foundit = 'd2;	     
			6'b00_0010: foundit = 'd1;	     
			6'b00_0001: foundit = 'd0;	     
			default: foundit = 0;            
		endcase
	end
	always_comb begin 
		load_LFSR = 'b0; 
		LFSR_en   = 'b0;   
		write_en  = 'b0;
		done      = 'b0;
		start = 'b0;
		data_in = 'b0;
		case(cycle_ct)
			0: begin 
				raddr     = 'd128;    
				waddr     = 'd192;    
			   done      =  'b0;
			end		        
			1: begin 
				load_LFSR = 'b1;	   
				raddr     = 'd128;
				start = data_out ^ 8'h7E;
				waddr     = 'd192;
				done      =  'b0;
			end		        
			2  : begin				   
				LFSR_en   = 'b1;	   
				raddr     = 'd128;
				waddr     = 'd192;
				done      =  'b0;
			end
			3  : begin			       
				LFSR_en   = 'b1;
				raddr     = 'd129;			
				waddr     = 'd192;
				done      =  'b0;
			end
			72  : begin
				raddr     =	'd128;    
				waddr     = 'd192;
				done      = 'b1; 
			end
			default: begin	         
				LFSR_en   = 'b1;
				raddr = 'd128 + cycle_ct -'d2; 
				if(cycle_ct > 'd8) begin    
					write_en = 'b1;
					waddr = 'd192 + cycle_ct - 'd9;
				end
				else begin
				   write_en = 'b0;
					waddr = 'd128;
					end
		   	data_in = data_out^LFSR_state[foundit];
				done = 'b0;
			end
		endcase
	end
endmodule
==> impl_metrics.env <==
# source this file to load flow results
export IMPL_yosys_most_used_dff="dfxtp_1"
export IMPL_crit_start="cycle_ct[0]"
export IMPL_place_area_um2=871
export IMPL_hold_buffers=0
export IMPL_rrSetupSlack_ps=760
export IMPL_r2r_end="cycle_ct[12]"
export IMPL_ir_drop_v=0.000213
export IMPL_synth_edff_count=0
export IMPL_drt_iter0_drc=24
export IMPL_synth_area_um2=772
export IMPL_antenna_found_initial=0
export IMPL_ys_seq_frac=0.415
export IMPL_ioPinCount=3
export IMPL_cts_tree="done"
export IMPL_hpwl_um=1080
export IMPL_grt_pass1_vias=624
export IMPL_drtPass1Iterations=4
export IMPL_crit_required_ps=1920
export IMPL_grt_max_degree=15
export IMPL_cts_sinks=16
export IMPL_fin_crit_sh=0.890
export IMPL_warnings=26
export IMPL_final_layout_size_suffix_gt1_frac=0.122
export IMPL_status="finished clean"
export IMPL_yosys_area_um2=772
export IMPL_grt_overflow=0
export IMPL_ys_warn_count=7
export IMPL_io_buffer_count=2
export IMPL_synthCells=87
export IMPL_viasPerCell=3.91
export IMPL_finalPower_uw=527
export IMPL_fp_util=0.129
export IMPL_num_vias=645
export IMPL_worst_pin_slew_ps=539
export IMPL_cts_buffer_depth=2
export IMPL_rr_worst_depth=4
export IMPL_die_w_um=99
export IMPL_drv_slew=0
export IMPL_top_register="cycle_ct"
export IMPL_hold_viol=0
export IMPL_detail_route_wl_per_cell_um=9.22
export IMPL_ant_nets=0
export IMPL_gp_congestion=0.869
export IMPL_p_per_area_nw_per_um2=569
export IMPL_dieHeight_um=99
export IMPL_hold_path_class="register to register"
export IMPL_relSlewSlack=0.640
export IMPL_area_growth_pct=19.9
export IMPL_min_period_ps=2140
export IMPL_arrival_ps=1660
export IMPL_min_to="cycle_ct[0]"
export IMPL_path_clk_slew_ps=60
export IMPL_die_area_um2=9800
export IMPL_tns_ps=0
export IMPL_reg_top3="cycle_ct (16)"
export IMPL_hold_worst_slack_ps=481
export IMPL_end_kind="primary output"
export IMPL_synth_area_per_cell_um2=8.87
export IMPL_cts_made_buffers=3
export IMPL_routed_wl_um=1520
export IMPL_min_path_cells=1
export IMPL_ys_seq_elements=16
export IMPL_finalClockSkew_ps=1.60
export IMPL_core_area_um2=5990
export IMPL_fmax_ghz=0.468
export IMPL_cts_resized=0
export IMPL_cts_max_level=1
export IMPL_worstSkewPairLatency_ps=240
export IMPL_insertedDiodeCount=0
export IMPL_post_cts_buffers=0
export IMPL_synth_distinct_cells=24
export IMPL_final_fill_count=644
export IMPL_path_class="register to primary output"
export IMPL_rsz0062_at_grt="no"
export IMPL_ys_cells=87
export IMPL_finalSetupViolations=0
export IMPL_async_reset_ff_frac=0
export IMPL_num_rows=28
export IMPL_largest_reg_flops=16
export IMPL_max_cap_violations=0
export IMPL_startpoint_type="register"
export IMPL_cellLeakagePower_uw=0.000270
export IMPL_crit_fanout=4
export IMPL_track_usage=0.0328
export IMPL_final_area_um2=926
export IMPL_drc_errors=0
export IMPL_grt_pass1_wl_um=2790
export IMPL_min_from="cycle_ct[0]"
export IMPL_rr_startpoint="cycle_ct[0]"
export IMPL_cts_root_buffer="clkbuf_8"
## worst max-delay path, stage by stage, from the launching register on
cell             delay (ps)
dfxtp_1                 340
inv_1                    70
ha_1                    140
nor4b_1                 190
and4_1                  210
clkdlybuf4s50_1         460
## synth_stat cells, types with 3 or more instances
| library cell | number | area (um2) |
|---|---|---|
| dfxtp_1 | 16 | 320 |
| a21oi_1 | 8 | 40.0 |
| nand4_1 | 7 | 43.8 |
| nor2_1 | 7 | 26.3 |
| nand2_1 | 4 | 15.0 |
| nor2b_1 | 4 | 25.0 |
| o21ai_0 | 4 | 20.0 |
| o31ai_1 | 4 | 30.0 |
| or4_1 | 4 | 30.0 |
| clkbuf_1 | 3 | 11.3 |
| mux2_2 | 3 | 33.8 |
| nor4_1 | 3 | 18.8 |
| nor4b_1 | 3 | 26.3 |
## area by class of cell
| class | instances | area [um2] | share of cell area |
|---|---|---|---|
| Clock buffer | 4 | 55.1 | 0.0595 |
| Inverter | 2 | 7.51 | 0.00811 |
| Multi-Input combinational cell | 65 | 422 | 0.455 |
| Sequential cell | 16 | 320 | 0.346 |
| Tap cell | 75 | 93.8 | 0.101 |
| Timing Repair Buffer | 3 | 27.5 | 0.0297 |
## worst max path at each step
stage / end / slack, ps
5_1_grt: done / 50
4_1_cts: done / 220
6_report: done / 260
## kinds of logic (layout without fill, tap and decap cells)
group / after synthesis / in the layout / synth area share
and+or+nand+nor: 41 / 41 / 0.319
AOI/OAI and AO/OA: 16 / 16 / 0.117
DFF: 16 / 16 / 0.415
buffers and inverters: 6 / 9 / 0.0389
xor gates and xnor gates: 3 / 3 / 0.0340
muxes: 3 / 3 / 0.0438
adders and majority gates: 2 / 2 / 0.0324
## metrics by stage
| step | worst slack (ps) | util | instances |
|---|---|---|---|
| 2_1_floorplan | 961 | - | 87 |
| 3_3_place_gp | 529 | 0.145 | 161 |
| 3_5_place_dp | 500 | 0.145 | 161 |
| 4_1_cts | 224 | 0.155 | 165 |
| 5_1_grt | 46.8 | 0.155 | 165 |
| 6_report | 263 | 0.155 | 165 |
## where the power goes
part / leakage (uW) / internal, uW / switching [uW]
registers: 0.000129 / 270 / 5.45
clock network: 0.0000288 / 145 / 86.5
logic: 0.000111 / 9.30 / 10.4
total: 0.000270 / 425 / 102
## placed cells by master, fill, tap and decap left out, types with 3 or more instances in the layout
cell / count
clkbuf_8: 4
nand4_1: 7
nor4_1: 3
mux2_2: 3
a21oi_1: 8
or4_1: 4
nand2_1: 4
o31ai_1: 4
nor4b_1: 3
nor2b_1: 4
nor2_1: 7
o21ai_0: 4
dfxtp_1: 16
## routing by layer
| metal | track usage | part of all wire | wire, um | vias up |
|---|---|---|---|---|
| met5 | 0 | 0 | 0 | - |
| met3 | 0.0141 | 0.055 | 84 | 2 |
| met2 | 0.0486 | 0.42 | 642 | 8 |
| met1 | 0.0429 | 0.51 | 776 | 302 |
| met4 | 0.00772 | 0.012 | 18 | 0 |
| li1 | - | - | - | 333 |
Power and IR drop assume default switching activity.
